<file path="flow/design.v">
module data_arrays_0_ext(
  input RW0_clk,
  input [8:0] RW0_addr,
  input RW0_en,
  input RW0_wmode,
  input [31:0] RW0_wmask,
  input [255:0] RW0_wdata,
  output [255:0] RW0_rdata
);
  reg reg_RW0_ren;
  reg [8:0] reg_RW0_addr;
  reg [255:0] ram [511:0];
  integer i;
  always @(posedge RW0_clk)
    reg_RW0_ren <= RW0_en && !RW0_wmode;
  always @(posedge RW0_clk)
    if (RW0_en && !RW0_wmode) reg_RW0_addr <= RW0_addr;
  always @(posedge RW0_clk)
    if (RW0_en && RW0_wmode) begin
      for(i=0;i<32;i=i+1) begin
        if(RW0_wmask[i]) begin
          ram[RW0_addr][i*8 +: 8] <= RW0_wdata[i*8 +: 8];
        end
      end
    end
  assign RW0_rdata = ram[reg_RW0_addr];
endmodule
module tag_array_ext(
  input RW0_clk,
  input [5:0] RW0_addr,
  input RW0_en,
  input RW0_wmode,
  input [3:0] RW0_wmask,
  input [87:0] RW0_wdata,
  output [87:0] RW0_rdata
);
  reg reg_RW0_ren;
  reg [5:0] reg_RW0_addr;
  reg [87:0] ram [63:0];
  integer i;
  always @(posedge RW0_clk)
    reg_RW0_ren <= RW0_en && !RW0_wmode;
  always @(posedge RW0_clk)
    if (RW0_en && !RW0_wmode) reg_RW0_addr <= RW0_addr;
  always @(posedge RW0_clk)
    if (RW0_en && RW0_wmode) begin
      for(i=0;i<4;i=i+1) begin
        if(RW0_wmask[i]) begin
          ram[RW0_addr][i*22 +: 22] <= RW0_wdata[i*22 +: 22];
        end
      end
    end
  assign RW0_rdata = ram[reg_RW0_addr];
endmodule
module tag_array_0_ext(
  input RW0_clk,
  input [5:0] RW0_addr,
  input RW0_en,
  input RW0_wmode,
  input [3:0] RW0_wmask,
  input [83:0] RW0_wdata,
  output [83:0] RW0_rdata
);
  reg reg_RW0_ren;
  reg [5:0] reg_RW0_addr;
  reg [83:0] ram [63:0];
  integer i;
  always @(posedge RW0_clk)
    reg_RW0_ren <= RW0_en && !RW0_wmode;
  always @(posedge RW0_clk)
    if (RW0_en && !RW0_wmode) reg_RW0_addr <= RW0_addr;
  always @(posedge RW0_clk)
    if (RW0_en && RW0_wmode) begin
      for(i=0;i<4;i=i+1) begin
        if(RW0_wmask[i]) begin
          ram[RW0_addr][i*21 +: 21] <= RW0_wdata[i*21 +: 21];
        end
      end
    end
  assign RW0_rdata = ram[reg_RW0_addr];
endmodule
module data_arrays_0_0_ext(
  input RW0_clk,
  input [8:0] RW0_addr,
  input RW0_en,
  input RW0_wmode,
  input [3:0] RW0_wmask,
  input [127:0] RW0_wdata,
  output [127:0] RW0_rdata
);
  reg reg_RW0_ren;
  reg [8:0] reg_RW0_addr;
  reg [127:0] ram [511:0];
  integer i;
  always @(posedge RW0_clk)
    reg_RW0_ren <= RW0_en && !RW0_wmode;
  always @(posedge RW0_clk)
    if (RW0_en && !RW0_wmode) reg_RW0_addr <= RW0_addr;
  always @(posedge RW0_clk)
    if (RW0_en && RW0_wmode) begin
      for(i=0;i<4;i=i+1) begin
        if(RW0_wmask[i]) begin
          ram[RW0_addr][i*32 +: 32] <= RW0_wdata[i*32 +: 32];
        end
      end
    end
  assign RW0_rdata = ram[reg_RW0_addr];
endmodule
module mem_ext(
  input W0_clk,
  input [24:0] W0_addr,
  input W0_en,
  input [63:0] W0_data,
  input [7:0] W0_mask,
  input R0_clk,
  input [24:0] R0_addr,
  input R0_en,
  output [63:0] R0_data
);
  reg reg_R0_ren;
  reg [24:0] reg_R0_addr;
  reg [63:0] ram [33554431:0];
  integer i;
  always @(posedge R0_clk)
    reg_R0_ren <= R0_en;
  always @(posedge R0_clk)
    if (R0_en) reg_R0_addr <= R0_addr;
  always @(posedge W0_clk)
    if (W0_en) begin
      if (W0_mask[0]) ram[W0_addr][7:0] <= W0_data[7:0];
      if (W0_mask[1]) ram[W0_addr][15:8] <= W0_data[15:8];
      if (W0_mask[2]) ram[W0_addr][23:16] <= W0_data[23:16];
      if (W0_mask[3]) ram[W0_addr][31:24] <= W0_data[31:24];
      if (W0_mask[4]) ram[W0_addr][39:32] <= W0_data[39:32];
      if (W0_mask[5]) ram[W0_addr][47:40] <= W0_data[47:40];
      if (W0_mask[6]) ram[W0_addr][55:48] <= W0_data[55:48];
      if (W0_mask[7]) ram[W0_addr][63:56] <= W0_data[63:56];
    end
  assign R0_data = ram[reg_R0_addr];
endmodule
module mem_0_ext(
  input W0_clk,
  input [8:0] W0_addr,
  input W0_en,
  input [63:0] W0_data,
  input [7:0] W0_mask,
  input R0_clk,
  input [8:0] R0_addr,
  input R0_en,
  output [63:0] R0_data
);
  reg reg_R0_ren;
  reg [8:0] reg_R0_addr;
  reg [63:0] ram [511:0];
  integer i;
  always @(posedge R0_clk)
    reg_R0_ren <= R0_en;
  always @(posedge R0_clk)
    if (R0_en) reg_R0_addr <= R0_addr;
  always @(posedge W0_clk)
    if (W0_en) begin
      if (W0_mask[0]) ram[W0_addr][7:0] <= W0_data[7:0];
      if (W0_mask[1]) ram[W0_addr][15:8] <= W0_data[15:8];
      if (W0_mask[2]) ram[W0_addr][23:16] <= W0_data[23:16];
      if (W0_mask[3]) ram[W0_addr][31:24] <= W0_data[31:24];
      if (W0_mask[4]) ram[W0_addr][39:32] <= W0_data[39:32];
      if (W0_mask[5]) ram[W0_addr][47:40] <= W0_data[47:40];
      if (W0_mask[6]) ram[W0_addr][55:48] <= W0_data[55:48];
      if (W0_mask[7]) ram[W0_addr][63:56] <= W0_data[63:56];
    end
  assign R0_data = ram[reg_R0_addr];
endmodule
</file>
<file path="flow/run.sh">
#!/bin/bash
# OpenROAD 26Q1-2900-gdf79404cd8, Yosys 0.63+post, stock flow scripts
make -C /OpenROAD-flow-scripts/flow DESIGN_CONFIG=/design/flow/config.mk WORK_HOME=/design/flow/orfs finish
</file>
<file path="flow/config.mk">
export PLATFORM = sky130hd
export DESIGN_NAME = tag_array_ext
export DESIGN_NICKNAME = tag_array_ext
export VERILOG_FILES = /design/flow/design.v
export SDC_FILE = /design/flow/constraint.sdc
export NUM_CORES = 4
export LEC_CHECK = 1
export CORE_UTILIZATION = 30
export SYNTH_MEMORY_MAX_BITS = 65536
</file>
<file path="flow/constraint.sdc">
current_design tag_array_ext

set clk_period 206.2
set clk_io_pct 0.2

create_clock -name clk0 -period $clk_period [get_ports {RW0_clk}]

set non_clock_inputs [all_inputs -no_clocks]
set_input_delay [expr $clk_period * $clk_io_pct] -clock clk0 $non_clock_inputs
set_output_delay [expr $clk_period * $clk_io_pct] -clock clk0 [all_outputs]
</file>
==> metrics.cfg <==
[clock_tree]
path_clk_slew_ns=0.06
clk-insertion-delay-late_ns=1.08
cts_tree=built
h-tree-depth=6
cts_buffers=573
cts_hold_buf=0
ctsResizeCount=0
clockBufferDepth=4
cts_root_buf=clkbuf_16
post-cts-setup-buffers=0
cts_sinks=5644

[placed_design]
hpwl_mm=327
globalplace.congestion=0.856
dp.cells=19000
dp_slack_ns=158.62
port_buffers=188

[route]
wire_per_inst_um=29.4
firstDrtPassIters=9
vias=101000
drcViolationCount=0
drt_iter0_drc=6684
antenna_left=0
vias_per_cell=5.04
wirelength_mm=590

[final_timing]
timing.final.crit_share_pct=23.5
drv_slew=0
grt_setup_unrepaired=false
setup_viol=0
whs_ns=0.452
clock_skew_ns=0.0262
tightest_slew_ns=1.20
max_slew_margin_pct=19.1
layout_min_cycle_time_ns=48.42
fmaxAchievable_ghz=0.0207
worst_slack_ns=157.78
hold_violations=0
setup-tns-final_ns=0

[flow_run]
drv_cap=0
tool_warnings=27

[logic_synthesis]
yosys-stat-cells=9309
synth-seq-cells=5644
synthCells=9309
seq_area_frac_synth_pct=79.0
yosys_warnings=1
topCellsByArea=edfxtp_1, mux4_2, a22oi_1, mux2i_1, nor2_1
largest_area_cell=edfxtp_1
edf_count=5638
avgSynthCellArea_um2=23.1
ff_type=edfxtp_1
syn_area_um2=215000
ys_chip_area_um2=215000
netlist_top_cells_count=edfxtp_1, mux4_2, a22oi_1, nor2_1, clkbuf_1
ys_types=34
top_cell_area_share_pct=78.9
post-synth-top-count-cell=edfxtp_1
async_flop_share_pct=0

[pwr]
totalPowerFinal_mw=2.44
ir_drop_uv=10.6
p_leak_nw=75.6
power_per_cell_area_nw_per_um2=9.79

[layout]
layout-drive-gt1-share_pct=29.6
logic_area_um2=44000
fill_cells=64600
seqCellArea_um2=169000
fin_cells=20000
syn_to_final_growth_pct=15.9

[min_path]
hold_class=reg -> reg

[worst_setup_path]
crit_chain=buf_4, buf_4, buf_4, buf_4, buf_4, buf_4, mux4_2, or3_1, a41oi_1, nor2_1, clkdlybuf4s50_1
path_class=reg -> out
cp_max_fo=36
crit_slowest_cell=buf_4
crit_required_ns=164.96
worst_path_most_repeated_cell=buf_4
worstPathArrival_ns=7.18
end_kind=output pin
path_buffers=7
path_delay_family=buffers and inverters
slowest_delay_ns=0.68
start_kind=flop

[global_route]
antenna_found_initial=55
grt_use_total_pct=17.6
grt_max_degree=81
gr-total-overflow=0
grt_pass1_vias=112000
grt_pass1_wl_mm=832

[floorplanning]
ios=189
rows=310
die_w_um=848
core_area_um2=713000
die_h_um=848
dieArea_um2=719000
fp_util_pct=30.1

[outcome]
outcome=finished, final reports clean

-- metrics by stage --
step	instance area (µm²)	utilization, %
2_1_floorplan	215000	-
3_3_place_gp	231000	32.4
3_5_place_dp	231000	32.4
4_1_cts	249000	34.9
5_1_grt	249000	34.9
6_report	249000	34.9
-- report_power, final --
part	leakage, nW	total [mW]	switching [mW]	internal (mW)
Sequential	50.7	1.27	0.00194	1.26
Combinational	16.1	0.169	0.102	0.0663
Clock	8.76	1.00	0.431	0.570
-- logic make-up (layout without fill, tap and decap cells) --
kind of cell           after synthesis  count (layout)  share of synthesized area (%)
flip-flops                        5644            5644                           79.0
multiplexers                      1626            1626                           15.8
AND/OR/NAND/NOR                    858             858                           1.80
AND-OR/OR-AND                      635             635                           2.14
buffers and inverters              546            1747                           1.31
other                                0              20                              0
-- flip-flops by register name (all words and copies together), names as in the netlist, named ones only --
register,count
ram,5632
reg_RW0_addr,6
-- path summary, 6_finish.rpt --
path                                   from            end  slack (ns)  cells past startpoint
setup / recovery                       flop  RW0_rdata[51]      157.78                     11
hold / removal    reg_RW0_addr[4]$_DFFE_PP_           flop        0.45                      1
setup reg to reg  reg_RW0_addr[0]$_DFFE_PP_           flop      205.47                      1
hold reg to reg   reg_RW0_addr[4]$_DFFE_PP_           flop        0.45                      1
-- per-layer routing --
metal  GRT usage [%]  vias up  wire, µm
li1                -    41400         -
met1            18.1    51200    176000
met2            26.3     7474    277000
met3            15.3     1030    112000
met4            5.46       71     24500
met5           0.833        -      1100
-- layout make-up --
type	count	share of cell area (%)
clock buffers	733	6.15
diodes	20	0.0201
clock inverters	300	1.05
repair buffers	714	2.20
multi-input cells	3119	17.7
flip-flops and latches	5644	68.1
well taps	9516	4.79
-- layout by cell type, fill, tap and decap left out, types with 8 or more instances in the layout --
cell and instances:
mux2_2 11, clkbuf_16 589, a211o_1 21, buf_4 520, and3_1 24, nor2_2 91, edfxtp_1 5638, a21oi_1 28
mux2i_1 207, inv_16 12, or2_1 27, bufinv_16 35, nor2_4 167, a211oi_1 14, nand3_1 176, o221ai_1 17
o22ai_1 123, nor2_1 70, inv_6 20, or2_2 26, clkinv_1 121, o21ai_0 26, clkinvlp_4 10, buf_2 88
a22oi_1 352, or3_1 52, a41oi_1 52, clkbuf_1 142, clkdlybuf4s50_1 100, clkinv_8 8, clkinv_2 91, diode_2 20
nand2_1 187, mux4_2 1408
Power is estimated from default activity; no workload was simulated.
